### /design/flow/run.sh
#!/bin/bash
# OpenROAD 26Q1-2900-gdf79404cd8, Yosys 0.63+post, stock flow scripts
make -C /OpenROAD-flow-scripts/flow DESIGN_CONFIG=/design/flow/config.mk WORK_HOME=/design/flow/orfs finish
### /design/flow/config.mk
export PLATFORM = sky130hd
export DESIGN_NAME = tdg
export DESIGN_NICKNAME = tdg
export VERILOG_FILES = /design/flow/design.v
export SDC_FILE = /design/flow/constraint.sdc
export NUM_CORES = 4
export LEC_CHECK = 1
export CORE_AREA = 10 10 83 83
export DIE_AREA = 0 0 93 93
### /design/flow/constraint.sdc
current_design tdg

set clk_period 3.7
set clk_io_pct 0.2

create_clock -name clk0 -period $clk_period [get_ports {clk}]

set non_clock_inputs [all_inputs -no_clocks]
set_input_delay [expr $clk_period * $clk_io_pct] -clock clk0 $non_clock_inputs
set_output_delay [expr $clk_period * $clk_io_pct] -clock clk0 [all_outputs]
### /design/flow/design.v
module tdg(
  input wire clk,
  input wire reset,
  output reg [16:0] ad,
  output reg [1:0] cs,
  output reg [2:0] cycle
);
parameter admax = 131071; 
always@(posedge clk)
  begin
    if(!reset)
	  begin
	    cs=2'b01;
		cycle=3'b000;
		ad=17'h00000;
	  end
	else if(!((cs==2'b10)&&(ad==admax)&&(cycle==3'b101)))
	  begin
		if(ad==admax)
		  begin
		    if(cycle<5)
			  begin
			    ad=0;
				cycle=cycle+1;
			  end
			if(cycle==5)
			  begin
			    ad=0;
				cycle=0;
				cs=10;
			  end
		  end
		else
	      ad=ad+1;  
	  end
  end
endmodule
module march(
  input wire [16:0] ad,
  input wire [2:0] cycle,
  input wire [1:0] cs,
  output reg oe,
  output reg [1:0] we,
  output reg [16:0] a,
  output reg [7:0] data, 
  inout [15:0] io 
);
parameter admax = 131071; 
reg [15:0] io_t;
assign io[15:8]=(cs[1]&&we[1])?io_t[15:8]:8'bzzzzzzzz; 
assign io[7:0]=(cs[0]&&we[0])?io_t[7:0]:8'bzzzzzzzz; 
always@(cycle or ad or cs)
  begin
    case(cycle)
	  3'b000: begin
	            oe=0; we=2'b11; a=ad;
				case(cs)
				  2'b01: begin io_t[7:0]=8'h00; end
				  2'b10: begin io_t[15:8]=8'h00; end
				  default: begin end
				endcase
	          end
	  3'b001: begin
	            oe=1; we=2'b00; a=ad;
				case(cs)
				  2'b01: begin  data[7:0]=io[7:0]; end
				  2'b10: begin  data[7:0]=io[15:8]; end
				  default: begin end
				endcase
				oe=0; we=2'b11; a=ad;
				case(cs)
				  2'b01: begin  io_t[7:0]=8'hff; end
				  2'b10: begin  io_t[15:8]=8'hff; end
				  default: begin end
				endcase
	          end
	  3'b010: begin
	            oe=1; we=2'b00; a=ad;
				case(cs)
				  2'b01: begin  data[7:0]=io[7:0]; end
				  2'b10: begin data[7:0]=io[15:8]; end
				  default: begin end
				endcase
				oe=0; we=2'b11;
				case(cs)
				  2'b01: begin io_t[7:0]=8'h00; end
				  2'b10: begin io_t[15:8]=8'h00; end
				  default: begin end
				endcase
	          end
	  3'b011: begin
	            oe=1; we=2'b00; a = admax-ad;
				case(cs)
				  2'b01: begin data[7:0]=io[7:0]; end
				  2'b10: begin data[7:0]=io[15:8]; end
				  default: begin end
				endcase
				oe=0; we=2'b11; 
				case(cs)
				  2'b01: begin  io_t[7:0]=8'hff; end
				  2'b10: begin  io_t[15:8]=8'hff; end
				  default: begin end
				endcase
	          end
	  3'b100: begin
	            oe=1; we=2'b00; a = admax-ad;
				case(cs)
				  2'b01: begin  data[7:0]=io[7:0]; end
				  2'b10: begin  data[7:0]=io[15:8]; end
				  default: begin end
				endcase
				oe=0; we=2'b11;
				case(cs)
				  2'b01: begin  io_t[7:0]=8'h00; end
				  2'b10: begin  io_t[15:8]=8'h00; end
				  default: begin end
				endcase
	          end
	  3'b101: begin
	            oe=1; we=2'b00; a=ad;
				case(cs)
				  2'b01: begin data[7:0]=io[7:0]; end
				  2'b10: begin  data[7:0]=io[15:8]; end
				  default: begin end
				endcase
	          end
	  default: begin end
	endcase
  end  
endmodule
module rde(
  input wire reset,
  input wire [16:0] a, 
  input wire [2:0] cycle, 
  input wire [1:0] cs, 
  input wire [7:0] data, 
  output reg [7:0] addr, 
  output reg [25:0] record  
);
reg [7:0] error;   
always@(a or cycle or cs or reset)
  begin
    if(!reset)
	  begin
	    addr[7:0]=8'h00;
	  end
	else
	  begin
		case(cycle)
		  3'b001,
		  3'b011,
		  3'b101: begin
					error[7:0]=data[7:0]^8'h00;
					if(error!=8'h00)
					  begin
						addr=addr+1;
						record[25:4]={cs[1:0],a[16:0],cycle[2:0]};
						case(error)
						  8'h01: record[3:0]=4'b0000;
						  8'h02: record[3:0]=4'b0001;
						  8'h04: record[3:0]=4'b0010;
						  8'h08: record[3:0]=4'b0011;
						  8'h10: record[3:0]=4'b0100;
						  8'h20: record[3:0]=4'b0101;
						  8'h40: record[3:0]=4'b0110;
						  8'h80: record[3:0]=4'b0111;
						  default: begin 
									 if(error[0]==1)
									   begin record[3:0]=4'b1000; end
									 else if(error[1:0]==2'b10)
									   begin record[3:0]=4'b1001; end
									 else if(error[2:0]==3'b100)
									   begin record[3:0]=4'b1010; end
									 else if(error[3:0]==4'b1000)
									   begin record[3:0]=4'b1011; end
									 else if(error[4:0]==5'b10000)
									   begin record[3:0]=4'b1100; end
									 else if(error[5:0]==2'b100000)
									   begin record[3:0]=4'b1101; end
									 else if(error[6:0]==2'b1000000)
									   begin record[3:0]=4'b1110; end
								   end
						endcase
					  end
				  end	  
		  3'b010,
		  3'b100: begin
					error[7:0]=data[7:0]^8'hff;
					if(error!=8'h00)
					  begin
						addr=addr+1;
						record[25:4]={cs[1:0],a[16:0],cycle[2:0]};
						case(error)
						  8'h01: record[3:0]=4'b0000;
						  8'h02: record[3:0]=4'b0001;
						  8'h04: record[3:0]=4'b0010;
						  8'h08: record[3:0]=4'b0011;
						  8'h10: record[3:0]=4'b0100;
						  8'h20: record[3:0]=4'b0101;
						  8'h40: record[3:0]=4'b0110;
						  8'h80: record[3:0]=4'b0111;
						  default: begin 
									 if(error[0]==1)
									   begin record[3:0]=4'b1000; end
									 else if(error[1:0]==2'b10)
									   begin record[3:0]=4'b1001; end
									 else if(error[2:0]==3'b100)
									   begin record[3:0]=4'b1010; end
									 else if(error[3:0]==4'b1000)
									   begin record[3:0]=4'b1011; end
									 else if(error[4:0]==5'b10000)
									   begin record[3:0]=4'b1100; end
									 else if(error[5:0]==2'b100000)
									   begin record[3:0]=4'b1101; end
									 else if(error[6:0]==2'b1000000)
									   begin record[3:0]=4'b1110; end
								   end
						endcase
					  end
				  end
		  default: begin end
		endcase
    end
  end
endmodule 
==> deck_impl_summary.md <==
Synthesis and Place & Route Summary

Status
  • Status: finished clean

Route
  • Final wirelength: 2825 um
  • DR vias: 1050
  • DR WL met3: 240 um
  • Routed vias/inst: 4.709
  • WL met1: 1372 um
  • Drt drc: 0
  • Post-route ant nets: 0
  • Top routing layer in use: met4
  • Routed len/inst: 12.67 um
  • Drt first-iter violations: 43
  • Ant. Diodes: 0
  • Routed met2 length: 1197 um
  • Pre-Repair DR Iteration Count: 4

Logic synthesis
  • Mean Syn Cell Area: 8.854 sq um
  • Ys flops: 22
  • Cells after Synth: 131
  • Top cell area share: 37.97%
  • Post-synth cell types: 40
  • Synth warnings: 7
  • Leading area contributor after synthesis: dfxtp_1
  • Synth Seq Share: 37.97%
  • Yosys chip area: 1160 sq um
  • Post-synthesis cell area: 1160 sq um
  • Post-synth area hogs: dfxtp_1 38%, a21oi_1 6.0%, o31ai_1 4.5%
  • Ys cells: 131

Critical path
  • Worst Reg-to-Reg Cells: 8
  • Worst path max stage delay: 0.64 ns
  • WS Path Type: flop to flop
  • WP data arrival: 2.93 ns
  • Critical path launch point: ad[0]$_SDFFE_PN0P_
  • CP Max Fanout: 18
  • Slowest-stage cell, CP: a21boi_2
  • Crit end category: flop
  • Crit-path cells: ha_1, nand4_1, nor3_1, ha_1, a21boi_2, buf_4, or3_1, a21oi_1
  • End of the worst register-to-register path: ad[3]$_SDFFE_PN0P_
  • CP Launch Type: flop
  • Worst path buffer plus inverter count: 1
  • Reg2reg start: ad[0]$_SDFFE_PN0P_
  • FF-to-FF setup slack: 0.91 ns
  • CP required: 3.83 ns
  • Crit path depth: 8
  • CP dominant cell by count: ha_1
  • Delay-heaviest family, CP: adder cells

Clock tree
  • Cts repair resizes: 0
  • Worst skew pair latency: 0.26 ns
  • Total CTS buffers: 3
  • Clk slew on worst S/H paths: 0.07 ns
  • CTS tree: yes
  • Clock Tree Root: clkbuf_8
  • Setup Fix Bufs, Post-CTS: 0
  • H-tree Lvls: 1
  • Max Root-Sink Buffers: 2
  • Post-CTS Hold Buffers: 0
  • Clock sinks: 22

Power and ir drop
  • P_leak: 0.4763 nW
  • Int Pwr: 0.0003278 W
  • Power per cell area: 282.5 nW/um^2
  • Peak VDD IR: 159.7 uV
  • Switching share of total power: 22.40%
  • Net Sw Power: 0.00009464 W
  • Gate power share: 5.8%
  • Register share of total power: 59.0%
  • Clk pwr share: 35.2%

Timing
  • Minimum clock period: 2.792 ns
  • FMAX: 358.1 MHz
  • Final setup margin: 0.9078 ns
  • Hold Slack: 0.4883 ns
  • Tcrit/Tclk final: 75.46%
  • Slew margin rel.: 53.41%
  • Max Clock Skew: 0.007531 ns
  • Final Hold Fails: 0
  • Tightest Pin Transition: 0.6948 ns
  • Setup-failing EPs final: 0
  • RSZ-0062 raised after global routing: false
  • Setup TNS: 0 ns
  • Slew Viols, Final: 0

GRT
  • Via count of the first global-routing pass: 989
  • Largest net degree at the start of global routing: 19
  • Overall Global Routing Usage: 6.759%
  • Antenna violations before repair: 0
  • Grt ovf: 0
  • First-pass GRT wire length: 4940 um

Floorplanning
  • Core Area: 5140 sq um
  • Width of the die: 93 um
  • Die height: 93 um
  • Initial Util: 22.57%
  • Chip area: 8649 sq um
  • Boundary Pins: 24
  • Row count: 26

Placement
  • DP Wirelength: 2122 um
  • GPL Wtd Cong: 0.8218
  • Pre-CTS WS: 0.8946 ns
  • PortBufs: 23

Layout
  • Share of cells above drive strength 1: 7.190%
  • Area delta synth->final: 28.91%

Min path
  • Hold depth: 2
  • Worst Hold End: cs[0]$_SDFFE_PN1P_
  • Min-delay worst type: flop to flop
  • Hold path startpoint: cs[0]$_SDFFE_PN1P_

Run
  • Tool warnings: 26
  • Max Cap Viol: 0
## state kept, by name, summed over array words and instances, names as in the netlist
name and cells:
cycle 3, ad 17, cs 2
## how the worst max path moves through the flow
stage,to,slack [ns]
5_1_grt,ad[3]$_SDFFE_PN0P_,0.60
6_report,ad[3]$_SDFFE_PN0P_,0.91
4_1_cts,ad[3]$_SDFFE_PN0P_,0.88
## per-stage QoR
stage	cell area (sq um)	util, %	power, W	instances
final	1495	29.09	0.0004225	223
after global routing	1495	29.09	0.0004477	223
after CTS	1495	29.09	0.0004305	223
after detailed placement	1454	28.29	0.0002800	220
after global placement	1454	28.29	0.0002802	220
after floorplan	1160	-	0.0002647	131
## cell type report
class,instances,area (sq um)
tap,70,87.58
sequential,22,440.4
fill,585,3645
inverter,5,18.77
timing repair buffer,24,237.7
clock buffer,3,41.29
multi-input combinational,99,669.4
## placed cells by master, fill, tap and decap left out, drive strengths merged, types with 2 or more instances in the layout
master and n:
or3 4, a21oi 14, nor2b 4, or4 7, and4 2, nor4 2
inv 5, nor3 5, mux2i 2, o211ai 3, a21boi 2, o31ai 7
o21a 2, o41ai 2, nor2 4, nand4 3, dfxtp 22, clkbuf 3
nand2 12, o21ai 4, nand3 5, ha 4, clkdlybuf4s50 23
## routing by layer
layer	up-vias	track usage, %
li1	552	-
met1	476	8.853
met2	20	10.51
met3	2	3.069
met4	0	0.3856
met5	-	0
## cells in the mapped netlist
library cell  count
dfxtp_1          22
a21oi_1          14
nand2_1          12
o31ai_1           7
or4_1             7
inv_1             5
nor3_1            5
ha_1              4
nor2_1            4
nor2b_1           4
o21ai_0           4
nand3_1           3
nand4_1           3
o211ai_1          3
and4_1            2
clkbuf_1          2
mux2i_1           2
nand3_2           2
nor4_1            2
o21a_1            2
o41ai_1           2
or3_1             2
a2111oi_0         1
a211o_1           1
a21boi_0          1
a21boi_2          1
a221oi_1          1
a31oi_1           1
buf_4             1
buf_6             1
clkbuf_2          1
nand2b_1          1
nand4b_4          1
nor3b_1           1
nor4b_1           1
o22a_1            1
o311ai_0          1
or3_2             1
or3_4             1
or3b_2            1
## worst register-to-register path, stage by stage, from the launching register on
cell and delay (ns):
dfxtp_1 0.43, ha_1 0.26, nand4_1 0.22, nor3_1 0.23, ha_1 0.44, a21boi_2 0.65
buf_4 0.28, or3_1 0.11, a21oi_1 0.06
## cell families (layout without fill, tap and decap cells)
family | Yosys count | in the layout | synth area share (%)
DFF | 22 | 22 | 37.97
muxes | 2 | 2 | 1.726
adders and majority gates | 4 | 4 | 4.315
AOI/OAI and AO/OA | 40 | 40 | 22.98
and+or+nand+nor | 53 | 53 | 28.69
buffers and inverters | 10 | 32 | 4.315
## power by group through the flow
stage         clock (W)  sequential, W  combinational, W
global route   0.000169       0.000251         0.0000282
CTS            0.000156       0.000249         0.0000254
finish         0.000149       0.000249         0.0000247
Power figures rest on the tool's default switching activity, not on a simulated workload.
